File: /design/flow/design.v
`timescale 1ns / 1ps
module div(
           input wire clk,
           input wire rst,
           input wire [31:0] a,     
           input wire [31:0] b,     
           input wire sign,         
           input wire valid,    
           input wire ready,    
           output reg div_run,    
           output wire [63:0] result
       );
reg [31:0] a_save, b_save;
reg [63:0] SR;                   
reg [32 :0] NEG_DIVISOR;         
wire [31:0] REMAINER, QUOTIENT;
assign REMAINER = SR[63:32];
assign QUOTIENT = SR[31: 0];
wire [31:0] divident_abs;
wire [32:0] divisor_abs;
wire [31:0] remainer, quotient;
assign divident_abs = (sign & a[31]) ? ~a + 1'b1 : a;
assign remainer = (sign & a_save[31]) ? ~REMAINER + 1'b1 : REMAINER;
assign quotient = sign & (a_save[31] ^ b_save[31]) ? ~QUOTIENT + 1'b1 : QUOTIENT;
assign result = {remainer,quotient};
wire CO;
wire [32:0] sub_result;
wire [32:0] mux_result;
assign {CO,sub_result} = {1'b0,REMAINER} + NEG_DIVISOR;
assign mux_result = CO ? sub_result : {1'b0,REMAINER};
reg [5:0] cnt;
reg start_cnt;
always @(posedge clk)
begin
    if(rst)
    begin
        SR <= 0;
        a_save <= 0;
        b_save <= 0;
        cnt <= 0;
        start_cnt <= 1'b0;
    end
    else if(~start_cnt & valid & ~div_run)
    begin
        cnt <= 1;
        start_cnt <= 1'b1;
        a_save <= a;
        b_save <= b;
        SR[63:0] <= {31'b0,divident_abs,1'b0};  
        NEG_DIVISOR <= (sign & b[31]) ? {1'b1,b} : ~{1'b0,b} + 1'b1;  
    end
    else if(start_cnt)
    begin
        if(cnt[5])
        begin     
            cnt <= 0;
            start_cnt <= 1'b0;
            SR[63:32] <= mux_result[31:0];
            SR[0] <= CO;
        end
        else
        begin
            cnt <= cnt + 1;
            SR[63:0] <= {mux_result[30:0],SR[31:1],CO,1'b0};  
        end
    end
end
wire data_go;
assign data_go = div_run & ready;
always @(posedge clk)
begin
    div_run <= rst     ? 1'b0 :
            cnt[5]  ? 1'b1 :
            data_go ? 1'b0 : div_run;
end
endmodule
File: /design/flow/config.mk
export PLATFORM = sky130hd
export DESIGN_NAME = div
export DESIGN_NICKNAME = div
export VERILOG_FILES = /design/flow/design.v
export SDC_FILE = /design/flow/constraint.sdc
export NUM_CORES = 4
export LEC_CHECK = 1
export CORE_UTILIZATION = 30
File: /design/flow/constraint.sdc
current_design div

set clk_period 10.6
set clk_io_pct 0.2

create_clock -name clk0 -period $clk_period [get_ports {clk}]

set non_clock_inputs [all_inputs -no_clocks]
set_input_delay [expr $clk_period * $clk_io_pct] -clock clk0 $non_clock_inputs
set_output_delay [expr $clk_period * $clk_io_pct] -clock clk0 [all_outputs]
File: /design/flow/run.sh
#!/bin/bash
# OpenROAD 26Q1-2900-gdf79404cd8, Yosys 0.63+post, stock flow scripts
make -C /OpenROAD-flow-scripts/flow DESIGN_CONFIG=/design/flow/config.mk WORK_HOME=/design/flow/orfs finish
==> results.json <==
{
  "antenna_found_initial": 0,
  "report.final.hold_viol_count": 0,
  "cts_buffers": 9,
  "grt_pass1_vias": 7924,
  "worstPathArrival_ns": 4.44,
  "grt_usage_pct": 18.6,
  "start_kind": "primary input",
  "period_minus_slack_ns": 6.56,
  "syn_area_um2": 8640,
  "ys_seq_share_pct": 28.6,
  "tritoncts": "yes",
  "cts-root-buf": "clkbuf_16",
  "cts_htree_levels": 3,
  "clock_path_buffers": 2,
  "fp.dieW_um": 172,
  "postCtsSetupBuffers": 0,
  "fmax_mhz": 153,
  "antenna_cells": 0,
  "ff_latch_area_um2": 2470,
  "p_per_area_nw_per_um2": 108,
  "drive_gt1_share_pct": 4.44,
  "grt_pass1_wl_um": 42400,
  "lay_top_count": "clkdlybuf4s50_1",
  "ys_chip_area_um2": 8640,
  "layout_top_cells": "133 x clkdlybuf4s50_1, 129 x nand2_1, 111 x a21oi_1",
  "hold_slack_ns": 0.474,
  "ys.flops": 107,
  "grt_start_max_net_pins": 53,
  "drc": 0,
  "die_height_um": 172,
  "clock_sinks": 107,
  "fill_cells": 2867,
  "leakage_nw": 3.97,
  "status": "finished, final reports clean",
  "portBuffers": 133,
  "vias": 8356,
  "utilization_pct": 37.9,
  "setup_tns_ns": 0,
  "cap_violations": 0,
  "coreArea_um2": 28100,
  "place_congestion": 0.922,
  "die_area_um2": 29500,
  "end_kind": "primary output",
  "syn2layout_area_growth_pct": 23.3,
  "hold_buffers": 0,
  "worst_pin_slew_ns": 0.856,
  "cp.required_ns": 8.48,
  "detail_route.wl_per_cell_um": 16.4,
  "slew-limit-headroom_pct": 42.7,
  "totalWireLength_um": 26200,
  "critical_path_class": "primary input to primary output",
  "setup_violations": 0,
  "worstHoldPathType": "register to register",
  "path_max_fanout": 18,
  "fp-row-count": 61,
  "rsz0062_at_grt": "false",
  "fp_util_pct": 30.8,
  "synth.distinct_cells": 68,
  "slew_violations": 0,
  "fin_crit_sh_pct": 61.8,
  "ff_type": "dfxtp_1",
  "ios": 134,
  "antenna_left": 0,
  "ys_cells": 1104,
  "dp_hpwl_um": 19800,
  "skew_ns": 0.0175,
  "p_total_w": 0.00115,
  "async_flop_share_pct": 0,
  "tool_warnings": 25,
  "initialDrtViolationCount": 697,
  "cts_resized": 0,
  "synthCells": 1104,
  "edf_count": 33,
  "grt-ovfl-total": 0,
  "clk_pin_slew_ns": 0.07,
  "drt_pass1_iterations": 4,
  "logic_area_um2": 5880,
  "viasPerCell": 5.24,
  "ir_drop_v": 0.0000673,
  "clk_latency_ns": 0.36,
  "ys_warn_count": 1,
  "syn_area_per_cell_um2": 7.83
}
## final cells by class
type | instances | share of cell area (%)
Clock inverter | 6 | 0.470
Sequential cell | 107 | 23.2
Multi-Input combinational cell | 920 | 55.2
Timing Repair Buffer | 150 | 13.7
Tap cell | 378 | 4.44
Inverter | 23 | 0.811
Clock buffer | 10 | 2.15
## per-layer routing
layer  up-vias  part of all wire [%]  track usage [%]  wire [um]
met5         -                     0                0          0
li1       4265                     -                -          -
met2       200                    48             30.8      12500
met1      3868                    45             26.2      11900
met3        23                   5.1             3.12       1340
met4         0                   1.9             3.18        494
## registers in the layout, indices dropped and copies added, names as in the netlist
| name | cells |
|---|---|
| a_save | 1 |
| b_save | 1 |
| SR | 64 |
| div_run | 1 |
| NEG_DIVISOR | 33 |
| cnt | 6 |
| start_cnt | 1 |
## synth_stat cells, types with 5 or more instances
library cell / number / area (um^2)
nand2b_1: 11 / 68.8
nor3_1: 33 / 165
nor2_1: 111 / 417
xnor2_1: 79 / 692
nor4_1: 17 / 106
o22ai_1: 6 / 37.5
o41ai_1: 7 / 61.3
o21ai_0: 67 / 335
a311oi_1: 21 / 184
a221oi_1: 5 / 43.8
o21a_1: 9 / 67.6
a211oi_1: 15 / 113
inv_1: 22 / 82.6
a31oi_1: 14 / 87.6
or4_1: 9 / 67.6
a21oi_1: 111 / 556
o31ai_1: 18 / 135
ha_1: 37 / 463
nand4_1: 5 / 31.3
clkbuf_1: 45 / 169
nand3_1: 13 / 65.1
edfxtp_1: 33 / 991
mux2i_1: 9 / 90.1
xor2_1: 65 / 569
a22oi_1: 16 / 120
and2_1: 8 / 50.1
nand2_1: 129 / 484
dfxtp_1: 74 / 1480
a21o_1: 20 / 150
and3_1: 13 / 81.3
or2_2: 5 / 31.3
or3_1: 9 / 56.3
## through the flow
stage	cells	area (um^2)	setup WS (ns)
final	1594	10700	4.04
after global routing	1594	10700	3.78
after CTS	1594	10700	4.00
after detailed placement	1578	10400	4.00
after global placement	1578	10400	4.05
after floorplan	1104	8640	5.25
## power by group
part | internal (W) | switching (W) | total [W]
Combinational | 0.000166 | 0.000177 | 0.000343
Sequential | 0.000449 | 0.0000303 | 0.000479
Clock | 0.000163 | 0.000167 | 0.000330
## worst paths after layout
check | start | end | slack (ns) | cells after the start
max | sign | result[31] | 4.04 | 6
min | b_save[31]$_SDFFE_PP0P_ | b_save[31]$_SDFFE_PP0P_ | 0.47 | 2
max reg2reg | SR[46]$_SDFFE_PP0P_ | SR[46]$_SDFFE_PP0P_ | 6.65 | 11
min reg2reg | b_save[31]$_SDFFE_PP0P_ | b_save[31]$_SDFFE_PP0P_ | 0.47 | 2
## worst max-delay path: stages
cell             delay (ns)
clkdlybuf4s50_1        0.64
and2_1                 0.59
o31ai_1                0.27
o21ai_0                0.17
xor2_1                 0.17
clkdlybuf4s50_1        0.47
## kinds of logic (layout without fill, tap and decap cells)
group	count (synthesis)	in the layout	synth area share, %
simple gates	385	385	21.1
compound gates	339	339	24.8
xor+xnor	144	144	14.6
flops	107	107	28.6
buf+inv	77	189	3.47
fa+ha+maj	38	38	5.59
mux	14	14	1.82
Power figures rest on the tool's default switching activity, not on a simulated workload.
